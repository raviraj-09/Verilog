`config.mk`:
```
export PLATFORM = sky130hd
export DESIGN_NAME = ALU
export DESIGN_NICKNAME = ALU
export VERILOG_FILES = /design/flow/design.v
export SDC_FILE = /design/flow/constraint.sdc
export NUM_CORES = 4
export LEC_CHECK = 1
export CORE_AREA = 10 10 84 84
export DIE_AREA = 0 0 94 94
```
`constraint.sdc`:
```
current_design ALU

set clk_period 10.4
set clk_io_pct 0.2

create_clock -name clk0 -period $clk_period

set non_clock_inputs [all_inputs -no_clocks]
set_input_delay [expr $clk_period * $clk_io_pct] -clock clk0 $non_clock_inputs
set_output_delay [expr $clk_period * $clk_io_pct] -clock clk0 [all_outputs]
```
`design.v`:
```
module ALU(
        input [7:0] A,B,
    	input [2:0] Op,
    	output [7:0] Result);
    wire [7:0] Reg1,Reg2;
    reg [7:0] Reg3;
    assign Reg1 = A;
    assign Reg2 = B;
    assign Result = Reg3;
    always @(*)
    begin
        case (Op)
            0 : Reg3 = Reg1 + Reg2;      
         1 : Reg3 = Reg1 - Reg2;  	 
         2 : Reg3 = ~Reg1;  		 
         3 : Reg3 = ~(Reg1 & Reg2); 	 
         4 : Reg3 = ~(Reg1 | Reg2);	 
         5 : Reg3 = Reg1 & Reg2; 	 
         6 : Reg3 = Reg1 | Reg2; 	 
         7 : Reg3 = Reg1 ^ Reg2;	 
        endcase 
    end
endmodule
```
`run.sh`:
```
#!/bin/bash
# OpenROAD 26Q1-2900-gdf79404cd8, Yosys 0.63+post, stock flow scripts
make -C /OpenROAD-flow-scripts/flow DESIGN_CONFIG=/design/flow/config.mk WORK_HOME=/design/flow/orfs finish
```
==> COMMIT_EDITMSG <==
Record implementation results from latest flow run

- The run finished with clean final reports.
- Synth area leader: sky130_fd_sc_hd__ha_1
- Per the repair_timing log after CTS, setup buffers inserted total 0.
- Overall via count from detail_route: 1,123
* Antenna Diode Count: 0
* Total number of placement rows: 26
- Netlist area before placement: 1160 um^2
- The highest clock rate this design can be run at is 0.137 GHz.
- The commonest cells after synthesis are sky130_fd_sc_hd__ha_1 (24), sky130_fd_sc_hd__inv_1 (21), sky130_fd_sc_hd__a21oi_1 (11), sky130_fd_sc_hd__xnor2_1 (9).
- RSZ-0062 raised after global routing: no
- The first global-routing pass estimated 5360 um of wire.
- Overall global routing resource usage: 7.08%
- The initial utilization of the core area, before any placement, comes to 22.3%.
* TritonRoute pass-1 iters: 4
* Pin count of the biggest net entering global routing: 27
- Between the synthesized netlist and the finished layout, the area growth was recorded as 29.6%.
* Sequential cell count of the final layout: 0
- Gates resized, CTS repair: 0
* Routed WL: 3050 um
- Global-route congestion overflow total: 0
- Post-route clock period utilization: 70.1%
- STA lists the maximum fanout along the critical path as 25.
* Placer Congestion: 0.827
- Synthesis Warnings: 1
* Max Slew Vio Count: 0
* Area of all sequential standard cells: 0 um^2
- The average instance in the mapped netlist occupies 7.55 um^2.
- For this run, the share of the core covered by cells in the final layout is 28.9%.
* Worst hold path cell count: 4
- The floorplan step set the die width to 94 um.
* Placeable Area: 5200 um^2
- Number of cells in the design after placement: 247
- For this run, the final setup violation count is recorded as 0.
- The final report lists a non-filler cell total of 247.
- Overall Power: 0.0752 mW
* Total DRC errors in the routed layout: 0
- Worst slew slack as a fraction of its limit: 66.6%
- Average via count per standard cell: 4.55
- Iteration-0 DRC Markers: 73
- Once detailed placement completed, the half-perimeter wirelength came to 2560 um.
- Setup TNS after final layout: 0 ns
- Fraction of final layout cells sized beyond drive strength 1: 5.65%
- In the final report, the number of hold violations comes to 0.
* Kind of end point of the critical path: output port
* Leakage dissipation: 0.688 nW
* Tmin final: 7.29 ns
* Kind of critical path: in -> out
- Routed WL per cell: 12.3 um
* Sequential-to-total area share from yosys stat: 0%
* Hold buffers post-CTS: 0
* Number of library cell types mapped by synthesis: 40
- Synth top area share: 25.8%
- Synthesized netlist cell count: 154
- The number of maximum-capacitance violations recorded for the run is 0.
* Top cells by area in the synthesized netlist: sky130_fd_sc_hd__ha_1 (26%), sky130_fd_sc_hd__inv_1 (6.8%), sky130_fd_sc_hd__xnor2_1 (6.8%), sky130_fd_sc_hd__mux2i_1 (5.2%), sky130_fd_sc_hd__a21oi_1 (4.7%)
- Nature of the critical path startpoint: input pin
- Area of the synthesized netlist per yosys stat: 1160 um^2
- The layout has 0 clock buffers.
- Ports: 27
- Data required time at the worst endpoint: 8.32 ns
* Cell count in the Yosys report: 154
* Most repeated cell in the gate-level netlist after synthesis: sky130_fd_sc_hd__ha_1
- The die covers 8840 um^2.
- Slew at the pin closest to its max-slew limit: 0.497 ns
- The buffer_ports step reported a buffer count of 27.
- STA puts the critical path data arrival time at 5.21 ns.
- Die outline height: 94 um
- Max rail drop VDD: 0.0000154 V
* Sink of the worst hold path: Result[3]
* Max incr delay on CP: 0.51 ns
* Detail Route Antenna Nets: 0
- The via count of the first global-routing pass came to 1,110.
* Min-Delay Startpoint: Op[1]
* Class of the tightest hold or removal check: in -> out
- Warnings raised by the tools during the run amount to 41.
- The number of antenna violations at the first check in global routing was 0.
- The timing report shows that the slowest cell on the worst path is sky130_fd_sc_hd__clkdlybuf4s50_1.
- Power density over cell area: 49.9 nW/um^2
- The critical path goes through clkdlybuf4s50_1 -> buf_4 -> nor3b_4 -> a21oi_1 -> xnor2_1 -> ha_1 -> a21o_1 -> a31o_2 -> a21oi_1 -> xnor2_1 -> o221ai_1 -> clkdlybuf4s50_1.
## layout by cell type (no fill, tap or decap), types with 3 or more instances in the layout
cell                               n
sky130_fd_sc_hd__clkdlybuf4s50_1  27
sky130_fd_sc_hd__ha_1             24
sky130_fd_sc_hd__inv_1            21
sky130_fd_sc_hd__a21oi_1          11
sky130_fd_sc_hd__xnor2_1           9
sky130_fd_sc_hd__nand2_1           8
sky130_fd_sc_hd__nor2_1            8
sky130_fd_sc_hd__mux2i_1           6
sky130_fd_sc_hd__o21ai_0           5
sky130_fd_sc_hd__xor2_1            5
sky130_fd_sc_hd__nand3_1           5
sky130_fd_sc_hd__a21o_1            4
sky130_fd_sc_hd__nor3_1            3
sky130_fd_sc_hd__a31oi_1           3
sky130_fd_sc_hd__nand2b_1          3
sky130_fd_sc_hd__buf_4             3
## logic make-up (layout without fill, tap and decap cells)
group                      count (synthesis)  after routing  share of synthesized area [%]
buffers and inverters                     28             51                           9.90
xor gates and xnor gates                  14             14                           10.5
and+or+nand+nor                           37             37                           17.8
adders and majority gates                 25             25                           27.6
AOI/OAI and AO/OA                         41             41                           24.2
muxes                                      9              9                           10.0
## worst max-delay path: cells and delay by family
family	cells	cell delay [ns]
simple gates	1	0.39
compound gates	5	0.88
xor+xnor	2	0.23
fa+ha+maj	1	0.36
buf+inv	3	1.25
## worst max-delay path by stage
stage | depth (start not counted) | start | endpoint | slack (ns)
final | 12 | Op[0] | Result[7] | 3.11
after global routing | 12 | Op[0] | Result[6] | 2.89
after CTS | 12 | Op[0] | Result[7] | 3.10
## area by class of cell
| class | instances | area, um^2 |
|---|---|---|
| fillers | 584 | 3700 |
| multi-input cells | 126 | 1050 |
| repair buffers | 30 | 293 |
| well taps | 70 | 87.6 |
| inverters | 21 | 78.8 |
## report_power, final
part | switching [mW] | internal (mW) | total [mW] | leakage [nW]
clock | 0 | 0 | 0 | 0
sequential | 0 | 0 | 0 | 0
combinational | 0.0348 | 0.0403 | 0.0752 | 0.688
## through the flow
step / cell area, um^2 / hold slack (ns) / worst slack [ns]
5_1_grt: 1510 / 5.43 / 2.89
3_5_place_dp: 1510 / 5.36 / 3.12
6_report: 1510 / 5.36 / 3.11
4_1_cts: 1510 / 5.38 / 3.10
3_3_place_gp: 1510 / 5.37 / 3.11
2_1_floorplan: 1160 / 4.36 / 4.41
## layer usage
layer	track usage, %	part of all wire, %	up-vias	routed length, um
li1	-	-	600	-
met1	9.74	53	503	1600
met2	12.3	45	20	1360
met3	0.727	2.9	0	87
met4	0	0	0	0
met5	0	0	-	0
No activity file was given, so power comes from the tool's default toggle rates.
